`./config.mk`:
```
export PLATFORM = sky130hd
export DESIGN_NAME = fifo_top
export DESIGN_NICKNAME = fifo_top
export VERILOG_FILES = /design/flow/design.v
export SDC_FILE = /design/flow/constraint.sdc
export NUM_CORES = 4
export LEC_CHECK = 1
export CORE_UTILIZATION = 30
```
`./constraint.sdc`:
```
current_design fifo_top

set clk_period 6.3
set clk_io_pct 0.2

create_clock -name clk0 -period $clk_period [get_ports {clk}]

set non_clock_inputs [all_inputs -no_clocks]
set_input_delay [expr $clk_period * $clk_io_pct] -clock clk0 $non_clock_inputs
set_output_delay [expr $clk_period * $clk_io_pct] -clock clk0 [all_outputs]
```
`./design.v`:
```
module fifo_top #(
    parameter DATA_WIDTH = 8,
    parameter DEPTH = 16
) (
    input wire clk,
    input wire rst_n,
    input wire [DATA_WIDTH-1:0] wr_data,
    input wire wr_en,
    output wire full,
    output wire [DATA_WIDTH-1:0] rd_data,
    input wire rd_en,
    output wire empty,
    output wire [$clog2(DEPTH):0] count
);
    sync_fifo #(
        .DATA_WIDTH(DATA_WIDTH),
        .DEPTH(DEPTH)
    ) u_fifo (
        .clk(clk),
        .rst_n(rst_n),
        .wr_data(wr_data),
        .wr_en(wr_en),
        .full(full),
        .rd_data(rd_data),
        .rd_en(rd_en),
        .empty(empty),
        .count(count)
    );
endmodule
module sync_fifo #(
    parameter DATA_WIDTH = 8,
    parameter DEPTH = 16
) (
    input wire                  clk,
    input wire                  rst_n,
    input wire [DATA_WIDTH-1:0] wr_data,
    input wire                  wr_en,
    output wire                 full,
    output wire                 almost_full,
    output reg [DATA_WIDTH-1:0] rd_data,
    input wire                  rd_en,
    output wire                 empty,
    output wire                 almost_empty,
    output reg [4:0]            count
);
    reg [DATA_WIDTH-1:0] mem [0:DEPTH-1];
    reg [4:0] wr_ptr;
    reg [4:0] rd_ptr;
    assign full = (count == DEPTH);
    assign empty = (count == 0);
    assign almost_full = (count >= DEPTH - 2);
    assign almost_empty = (count <= 2);
    always @(posedge clk or negedge rst_n) begin
        if (!rst_n) begin
            wr_ptr <= 5'b0;
        end else begin
            if (wr_en && !full) begin
                mem[wr_ptr[3:0]] <= wr_data;
                wr_ptr <= wr_ptr + 1;
            end
        end
    end
    always @(posedge clk or negedge rst_n) begin
        if (!rst_n) begin
            rd_ptr <= 5'b0;
            rd_data <= 8'b0;
        end else begin
            if (rd_en && !empty) begin
                rd_data <= mem[rd_ptr[3:0]];
                rd_ptr <= rd_ptr + 1;
            end
        end
    end
    always @(posedge clk or negedge rst_n) begin
        if (!rst_n) begin
            count <= 5'b0;
        end else begin
            case ({wr_en && !full, rd_en && !empty})
                2'b10: count <= count + 1;
                2'b01: count <= count - 1;
                default: count <= count;
            endcase
        end
    end
endmodule
```
`./run.sh`:
```
#!/bin/bash
# OpenROAD 26Q1-2900-gdf79404cd8, Yosys 0.63+post, stock flow scripts
make -C /OpenROAD-flow-scripts/flow DESIGN_CONFIG=/design/flow/config.mk WORK_HOME=/design/flow/orfs finish
```
==> metrics.json <==
{
  "finalWorstSetupSlack_ps": 2965,
  "fillCellCount": 1844,
  "synthesis.area_um2": 6138,
  "syn_to_final_growth_pct": 19.10,
  "drc": 0,
  "final_min_period_ps": 3335,
  "worst_setup_hold_path_clk_slew_ps": 60,
  "timing.setup.critical_path_class": "in -> reg",
  "worst-endpoint-required_ps": 6590,
  "dieHeight_um": 145.0,
  "core_area_um2": 19780,
  "detailed_place.area_um2": 6763,
  "timing.final.setup_violations": 0,
  "post_cts.repair.setup_buffers": 0,
  "mostFrequentLayoutCell": "edfxtp_1",
  "yosys.cell_types.count": 55,
  "fp_util": 0.3103,
  "cts_hold_buf": 0,
  "wl_per_cell_um": 18.23,
  "cp_data_arrival_time_ps": 3620,
  "rsz0062_at_grt": "false",
  "post_cts_resize_count": 0,
  "commonest_register_cell_after_synthesis": "edfxtp_1",
  "outcome": "finished, final reports clean",
  "synth.yosys.warnings": 2,
  "floorplan.io_pins": 27,
  "grt_util_all_layers": 0.1412,
  "maxSlewViolCount": 0,
  "cts_max_level": 4,
  "cp_max_fo": 10,
  "pre_cts_slack_ps": 2533,
  "initialDrtViolationCount": 282,
  "drt-vias-per-instance": 4.903,
  "fp.dieW_um": 145.0,
  "antenna_viol_nets_final": 0,
  "layout-drive-gt1-share": 0.1624,
  "worst_ir_drop_vdd_v": 0.0002210,
  "drt_wl_total_um": 13360,
  "max-cap-violations": 0,
  "chip_footprint_um2": 21040,
  "timing.clock.skew_ps": 5.299,
  "stage_log_warnings": 31,
  "finish.instance_area_um2": 7311,
  "tightestPinTransition_ps": 839.4,
  "clk-insertion-delay-late_ps": 410,
  "total_power_mw": 3.213,
  "ys_cells": 414,
  "hold_ws_ps": 538.6,
  "power_density_nw_per_um2": 439.6,
  "dpl.hpwl_um": 8437,
  "syn_area_per_cell_um2": 14.83,
  "clock.fmax_mhz": 299.9,
  "ys_area_um2": 6138,
  "cts_buffers": 17,
  "leakagePower_nw": 2.461,
  "most-common-layout-cells": "edfxtp_1 (128), nand2_1 (31), nor2_1 (27), clkdlybuf4s50_1 (26)",
  "synth_async_sr_flop_share": 0.1409,
  "cts_tree": "yes",
  "global_route_wire_length_before_repair_um": 21580,
  "critical_path.startpoint_type": "input pin",
  "number_of_flops_mapped_to_enable_cells_by_yosys": 128,
  "final_util": 0.3696,
  "grt_start_max_net_pins": 50,
  "ys.flops": 149,
  "final-instance-count-excl-fill": 733,
  "gp_routability_congestion": 0.8502,
  "hold_path_startpoint": "u_fifo.rd_data[6]$_DFFE_PN0P_",
  "cts_buffer_depth": 2,
  "cts_num_sinks": 149,
  "numPlacedInstances": 701,
  "crit_path_start": "wr_en",
  "timing.rr.start": "u_fifo.count[0]$_DFFE_PN0P_",
  "timing.setup.tns_ps": 0,
  "post_synth_inst_count": 414,
  "io_buffers": 26,
  "antenna_cells_inserted": 0,
  "core.rowCount": 51,
  "grt_antenna_before_repair": 0,
  "vias": 3594,
  "end_kind": "flip-flop",
  "hp-class": "reg -> reg",
  "final_min_period_over_clock_period": 0.5293,
  "root_buffer": "clkbuf_16",
  "hold_violations": 0,
  "first_global_vias": 3945,
  "grt_remaining_overflow": 0,
  "worst_slew_margin_rel": 0.4384,
  "dr.pass1.iters": 4,
  "synth-seq-area-share": 0.7118
}
-- worst max-delay path, cell delays in order --
cell,delay [ps]
clkdlybuf4s50_1,450
and2_1,340
inv_1,90
ha_1,280
fa_1,440
a21o_1,200
a21oi_1,180
xor2_1,180
nor2_1,70
xor2_1,140
-- cell type report --
class / instances / area [um^2] / share of cell area
repair buffers: 47 / 417.9 / 0.05716
multi-input cells: 233 / 1615 / 0.2209
inverters: 7 / 28.78 / 0.003936
clock inverters: 13 / 115.1 / 0.01575
well taps: 265 / 331.6 / 0.04535
flip-flops and latches: 149 / 4369 / 0.5976
clock buffers: 19 / 432.9 / 0.05922
-- state kept, by name, indices dropped and copies added, names as in the netlist --
register        count
u_fifo.rd_ptr       4
u_fifo.rd_data      8
u_fifo.wr_ptr       4
u_fifo.count        5
u_fifo.mem        128
-- per-layer routing --
| layer | up-vias | track usage | share of wire |
|---|---|---|---|
| li1 | 1680 | - | - |
| met1 | 1756 | 0.1804 | 0.40 |
| met2 | 137 | 0.2226 | 0.49 |
| met3 | 21 | 0.06859 | 0.095 |
| met4 | 0 | 0.03138 | 0.023 |
| met5 | - | 0.007143 | 0 |
-- logic make-up after synthesis --
group | count (synthesis) | synth area share
compound gates | 91 | 0.1097
simple gates | 104 | 0.08133
mux | 14 | 0.02874
xor+xnor | 11 | 0.01570
buf+inv | 32 | 0.02507
fa+ha+maj | 13 | 0.02772
flops | 149 | 0.7118
-- final timing paths --
path / cells past startpoint / slack, ps / endpoint
setup / recovery: 10 / 2970 / u_fifo.count[4]$_DFFE_PN0P_
hold / removal: 2 / 540 / u_fifo.rd_data[6]$_DFFE_PN0P_
setup reg to reg: 10 / 3190 / u_fifo.count[4]$_DFFE_PN0P_
hold reg to reg: 2 / 540 / u_fifo.rd_data[6]$_DFFE_PN0P_
max in group asynchronous: 2 / 4840 / u_fifo.wr_ptr[3]$_DFFE_PN0P_
min in group asynchronous: 2 / 1210 / u_fifo.rd_ptr[1]$_DFFE_PN0P_
-- report_power, final --
part | leakage [nW] | switching, mW | total [mW] | internal (mW)
Clock | 0.258 | 0.357 | 0.929 | 0.572
Sequential | 1.40 | 0.0881 | 1.28 | 1.19
Combinational | 0.805 | 0.579 | 1.01 | 0.430
Total | 2.46 | 1.02 | 3.21 | 2.19
-- synthesized netlist by cell type, types with 4 or more instances --
master	n	area share
mux2_2	9	0.017
or3_2	4	0.0049
dfrtp_1	21	0.086
ha_1	12	0.024
buf_1	5	0.0031
a22o_1	11	0.016
a221oi_1	6	0.0086
nand2_1	31	0.019
a31oi_1	13	0.013
nor3_1	11	0.0090
a22oi_1	12	0.015
inv_1	6	0.0037
a21oi_1	13	0.011
xnor2_1	8	0.011
buf_2	13	0.011
o21ai_0	12	0.0098
clkbuf_1	5	0.0031
nand3_1	13	0.011
nor2_1	27	0.017
edfxtp_1	128	0.63
No activity file was given, so power comes from the tool's default toggle rates.
