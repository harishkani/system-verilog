`flow/config.mk`:
```
export PLATFORM = sky130hd
export DESIGN_NAME = uart_top
export DESIGN_NICKNAME = uart_top
export VERILOG_FILES = /design/flow/design.v
export SDC_FILE = /design/flow/constraint.sdc
export NUM_CORES = 4
export LEC_CHECK = 1
export CORE_UTILIZATION = 50
```
`flow/design.v`:
```
module uart_top #(
    parameter CLKS_PER_BIT = 100   
) (
    input wire clk,
    input wire rst_n,
    input wire [7:0] tx_data,
    input wire tx_start,
    output wire tx_busy,
    output wire [7:0] rx_data,
    output wire rx_valid,
    input wire uart_rx,
    output wire uart_tx
);
    uart_tx_working #(
        .CLKS_PER_BIT(CLKS_PER_BIT)
    ) u_tx (
        .clk(clk),
        .rst_n(rst_n),
        .data_in(tx_data),
        .start(tx_start),
        .tx(uart_tx),
        .busy(tx_busy)
    );
    uart_rx_working #(
        .CLKS_PER_BIT(CLKS_PER_BIT)
    ) u_rx (
        .clk(clk),
        .rst_n(rst_n),
        .rx(uart_rx),
        .data_out(rx_data),
        .valid(rx_valid)
    );
endmodule
module uart_tx_working #(
    parameter CLKS_PER_BIT = 100
) (
    input wire clk,
    input wire rst_n,
    input wire [7:0] data_in,
    input wire start,
    output reg tx,
    output reg busy
);
    localparam IDLE  = 0;
    localparam START = 1;
    localparam DATA  = 2;
    localparam STOP  = 3;
    reg [1:0] state;
    reg [15:0] clk_count;
    reg [2:0] bit_idx;
    reg [7:0] data_reg;
    always @(posedge clk or negedge rst_n) begin
        if (!rst_n) begin
            state <= IDLE;
            tx <= 1'b1;
            busy <= 1'b0;
            clk_count <= 0;
            bit_idx <= 0;
            data_reg <= 0;
        end else begin
            case (state)
                IDLE: begin
                    tx <= 1'b1;
                    busy <= 1'b0;
                    clk_count <= 0;
                    bit_idx <= 0;
                    if (start) begin
                        data_reg <= data_in;
                        state <= START;
                        busy <= 1'b1;
                    end
                end
                START: begin
                    tx <= 1'b0;   
                    if (clk_count < CLKS_PER_BIT - 1) begin
                        clk_count <= clk_count + 1;
                    end else begin
                        clk_count <= 0;
                        state <= DATA;
                    end
                end
                DATA: begin
                    tx <= data_reg[bit_idx];   
                    if (clk_count < CLKS_PER_BIT - 1) begin
                        clk_count <= clk_count + 1;
                    end else begin
                        clk_count <= 0;
                        if (bit_idx == 7) begin
                            state <= STOP;
                            bit_idx <= 0;
                        end else begin
                            bit_idx <= bit_idx + 1;
                        end
                    end
                end
                STOP: begin
                    tx <= 1'b1;   
                    if (clk_count < CLKS_PER_BIT - 1) begin
                        clk_count <= clk_count + 1;
                    end else begin
                        clk_count <= 0;
                        state <= IDLE;
                    end
                end
            endcase
        end
    end
endmodule
module uart_rx_working #(
    parameter CLKS_PER_BIT = 100
) (
    input wire clk,
    input wire rst_n,
    input wire rx,
    output reg [7:0] data_out,
    output reg valid
);
    localparam IDLE  = 0;
    localparam START = 1;
    localparam DATA  = 2;
    localparam STOP  = 3;
    reg [1:0] state;
    reg [15:0] clk_count;
    reg [2:0] bit_idx;
    reg [7:0] data_reg;
    always @(posedge clk or negedge rst_n) begin
        if (!rst_n) begin
            state <= IDLE;
            clk_count <= 0;
            bit_idx <= 0;
            data_reg <= 0;
            data_out <= 0;
            valid <= 0;
        end else begin
            valid <= 0;   
            case (state)
                IDLE: begin
                    clk_count <= 0;
                    bit_idx <= 0;
                    if (rx == 0) begin   
                        state <= START;
                        clk_count <= 0;
                    end
                end
                START: begin
                    if (clk_count == (CLKS_PER_BIT / 2)) begin
                        if (rx == 0) begin   
                            clk_count <= 0;
                            state <= DATA;
                        end else begin
                            state <= IDLE;   
                        end
                    end else begin
                        clk_count <= clk_count + 1;
                    end
                end
                DATA: begin
                    if (clk_count < CLKS_PER_BIT - 1) begin
                        clk_count <= clk_count + 1;
                    end else begin
                        clk_count <= 0;
                        data_reg[bit_idx] <= rx;
                        if (bit_idx == 7) begin
                            state <= STOP;
                            bit_idx <= 0;
                        end else begin
                            bit_idx <= bit_idx + 1;
                        end
                    end
                end
                STOP: begin
                    if (clk_count < CLKS_PER_BIT - 1) begin
                        clk_count <= clk_count + 1;
                    end else begin
                        data_out <= data_reg;
                        valid <= 1;
                        state <= IDLE;
                    end
                end
            endcase
        end
    end
endmodule
```
`flow/run.sh`:
```
#!/bin/bash
# OpenROAD 26Q1-2900-gdf79404cd8, Yosys 0.63+post, stock flow scripts
make -C /OpenROAD-flow-scripts/flow DESIGN_CONFIG=/design/flow/config.mk WORK_HOME=/design/flow/orfs finish
```
`flow/constraint.sdc`:
```
current_design uart_top

set clk_period 6.8
set clk_io_pct 0.2

create_clock -name clk0 -period $clk_period [get_ports {clk}]

set non_clock_inputs [all_inputs -no_clocks]
set_input_delay [expr $clk_period * $clk_io_pct] -clock clk0 $non_clock_inputs
set_output_delay [expr $clk_period * $clk_io_pct] -clock clk0 [all_outputs]
```
==> flow_summary.ini <==
; synthesis and place-and-route metrics
[run_status]
status = complete, no violations

[route]
wl_um = 5799
wl_per_cell_um = 13.81
vias_per_cell = 5.369
drt-initial-drc-count = 68
diodes = 0
dr.pass1.iters = 4
ant_nets = 0
via_count = 2255
drc = 0

[power_and_ir_drop]
clkPwrFrac_pct = 32.9
p_comb_share_pct = 13.8
swShare_pct = 23.44
ir_worst_vdd_v = 0.0001092
p_int_w = 0.0007484
p_leak_nw = 1.793
power_density_nw_per_um2 = 249.3
power.switching_w = 0.0002291
seqPwrFrac_pct = 53.3
p_total_w = 0.0009776

[logic_synthesis]
top_area_share_pct = 50.67
ys_sh_xor_pct = 1.773
ys_chip_area_um2 = 3457
synth-main-ff-cell = dfrtp_1
synthArstFlopShare_pct = 100.0
mux_share_pct = 8.107
syn_area_per_cell_um2 = 11.19
netlist_area_um2 = 3457
numSynthFlops = 73
common_cells = 70 x dfrtp_1, 28 x nand2_1, 21 x nor2_1, 20 x mux2_2, 19 x o21ai_0
logic_family = simple AND/OR/NAND/NOR gates
synth_top_cell_by_count = dfrtp_1
yosysTopAreaCell = dfrtp_1
topCellsByArea = dfrtp_1 51%, mux2_2 6.5%, a22o_1 4.6%
ys_sh_aoi_pct = 13.57
ys_cells = 309
synthSimpleGateAreaFrac_pct = 15.35
synth_cells = 309
edf_count = 0
ys_types = 52
yosysSeqAreaShare_pct = 52.95
ys_warn_count = 2
fa_ha_area_share_pct = 3.981

[final_timing]
setup_violations = 0
setup_tns_ns = 0
max_freq_mhz = 344.9
slew_violations = 0
finalHoldViolCount = 0
max-slew-margin-rel_pct = 42.64
max_slew.worst_pin.slew_ns = 0.8531
timing.hold.ws_ns = 0.4596
rsz0062_at_grt = false
fin_skew_ns = 0.006719
fin_crit_sh_pct = 42.64
period_minus_slack_ns = 2.900

[setup_path]
path_max_fanout = 13
critPathCaptureType = register
cp_num_buf_inv = 1
regToRegSetupSlack_ns = 4.15
cp.required_ns = 7.02
arrival_ns = 3.12
crit_family = AND-OR/OR-AND gates
path_class = in2reg
cp-start-kind = input port
max_stage_delay_ns = 0.64
crit_chain = clkdlybuf4s50_1 -> a211oi_4 -> o21ai_0 -> a22o_1
crit_slowest_cell = clkdlybuf4s50_1

[placed_design]
place.gp.congestion = 0.8013
place_hpwl_um = 3856
dp.cells = 406
io_buffers = 22

[final_layout]
synthToLayoutAreaGrowth_pct = 13.43
final_util_pct = 60.37
layout-drive-gt1-share_pct = 15.16
layout_top_registers = u_rx.clk_count x16, u_tx.clk_count x16
final_cell_count_no_fill = 420

[die]
rows = 29
die_height_um = 85.15
core_area_um2 = 6495
fp_util_pct = 53.23
dieArea_um2 = 7251
io-pin-count = 23
chipWidth_um = 85.15

[cts]
cts_made_buffers = 9
insertion_delay_ns = 0.33
clk_pin_slew_ns = 0.07
htreeDepth = 3
cts_setup_buffers = 0
cts_resized = 0
cts_num_sinks = 73
cts_tree = built
cts_root_buffer = clkbuf_8
cts_hold_buffers = 0
clockBufferDepth = 2

[flow_run]
max_cap_viol_count = 0
tool_warnings = 31

[global_routing]
grt_overflow = 0
antenna_found_initial = 0
grt_pass1_wl_um = 10520
grt_pass1_vias = 2247
grt_max_degree = 53
grtUsageTotal_pct = 18.87

[min_path]
hold_class = reg2reg
[routing by layer]
metal | GRT usage [%] | share of wire [%] | wire [µm]
met1 | 30.97 | 53 | 3046
met3 | 4.738 | 3.5 | 205
met4 | 1.695 | 1.1 | 66
met2 | 28.23 | 43 | 2480
met5 | 0 | 0 | 0
[power groups by stage]
stage         registers (W)  clock network (W)  logic (W)
CTS                0.000521           0.000335   0.000138
global route       0.000527           0.000357   0.000154
finish             0.000521           0.000321   0.000135
[stage by stage]
stage	area, µm²	setup slack (ns)
floorplan	3487	4.481
global placement	3737	3.601
detailed placement	3737	3.567
CTS	3921	3.905
global route	3921	3.788
finish	3921	3.900
[worst register-to-register path, stage by stage (launching register included)]
cell and delay, ns:
dfrtp_1 0.42, or4_4 0.56, nor3_4 0.27, a21oi_2 0.26, a211oi_4 0.54, o21ai_0 0.22
a22o_1 0.27
[worst paths after layout]
| path | start | to | cells after the start |
|---|---|---|---|
| max | uart_rx | u_rx.clk_count[7] | 4 |
| min | u_tx.clk_count[0] | u_tx.clk_count[0] | 1 |
| max reg2reg | u_rx.clk_count[14] | u_rx.clk_count[7] | 6 |
| min reg2reg | u_tx.clk_count[0] | u_tx.clk_count[0] | 1 |
| max in group asynchronous | rst_n | u_rx.clk_count[2] | 2 |
| min in group asynchronous | rst_n | u_tx.clk_count[2] | 1 |
[cells by family (layout without fill, tap and decap cells)]
family,Yosys count,after routing
and+or+nand+nor,100,100
DFF,73,73
AOI/OAI and AO/OA,64,64
buffers and inverters,30,56
muxes,23,23
adders and majority gates,11,11
xor gates and xnor gates,7,7
other,1,9
[final cells by class]
cell class	count	area [µm²]
Tap cell	77	96.34
Inverter	18	67.56
Multi-Input combinational cell	214	1513
Sequential cell	73	1831
Timing Repair Buffer	24	230.2
Clock buffer	11	141.4
Clock inverter	3	42.54
Fill cell	540	2574
[placed cells by master, fill, tap and decap left out, types with 3 or more instances in the layout]
master           netlist  layout
nor4_1                 3       3
o21ai_1                6       6
or4_1                  3       3
ha_1                  11      11
dfrtp_1               70      70
mux2_2                20      20
dfstp_2                3       3
and3_1                 6       6
o21ai_0               19      19
conb_1                 1       9
inv_1                 18      18
o31ai_1                4       4
a22o_1                18      18
clkbuf_8               0      10
clkdlybuf4s50_1        0      21
xnor2_1                5       5
nor3_1                 7       7
nor2b_1                3       3
nand3_1               11      11
nor2_1                21      21
nand2_1               28      28
