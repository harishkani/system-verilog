**./constraint.sdc**
```tcl
current_design uart_simple_rx

set clk_period 3.7
set clk_io_pct 0.2

create_clock -name clk0 -period $clk_period [get_ports {clk}]

set non_clock_inputs [all_inputs -no_clocks]
set_input_delay [expr $clk_period * $clk_io_pct] -clock clk0 $non_clock_inputs
set_output_delay [expr $clk_period * $clk_io_pct] -clock clk0 [all_outputs]
```
**./config.mk**
```make
export PLATFORM = sky130hd
export DESIGN_NAME = uart_simple_rx
export DESIGN_NICKNAME = uart_simple_rx
export VERILOG_FILES = /design/flow/design.v
export SDC_FILE = /design/flow/constraint.sdc
export NUM_CORES = 4
export LEC_CHECK = 1
export CORE_UTILIZATION = 30
```
**./design.v**
```verilog
module uart_simple_tx #(
    parameter CLKS_PER_BIT = 100   
) (
    input wire clk,
    input wire rst_n,
    input wire [7:0] data_in,
    input wire start,
    output reg tx,
    output reg busy
);
    localparam IDLE  = 0;
    localparam START = 1;
    localparam DATA  = 2;
    localparam STOP  = 3;
    reg [1:0] state;
    reg [15:0] clk_count;
    reg [2:0] bit_idx;
    reg [7:0] data_reg;
    always @(posedge clk or negedge rst_n) begin
        if (!rst_n) begin
            state <= IDLE;
            tx <= 1'b1;
            busy <= 1'b0;
            clk_count <= 0;
            bit_idx <= 0;
            data_reg <= 0;
        end else begin
            case (state)
                IDLE: begin
                    tx <= 1'b1;
                    busy <= 1'b0;
                    clk_count <= 0;
                    bit_idx <= 0;
                    if (start) begin
                        data_reg <= data_in;
                        state <= START;
                        busy <= 1'b1;
                    end
                end
                START: begin
                    tx <= 1'b0;   
                    if (clk_count < CLKS_PER_BIT - 1) begin
                        clk_count <= clk_count + 1;
                    end else begin
                        clk_count <= 0;
                        state <= DATA;
                    end
                end
                DATA: begin
                    tx <= data_reg[bit_idx];   
                    if (clk_count < CLKS_PER_BIT - 1) begin
                        clk_count <= clk_count + 1;
                    end else begin
                        clk_count <= 0;
                        if (bit_idx == 7) begin
                            state <= STOP;
                            bit_idx <= 0;
                        end else begin
                            bit_idx <= bit_idx + 1;
                        end
                    end
                end
                STOP: begin
                    tx <= 1'b1;   
                    if (clk_count < CLKS_PER_BIT - 1) begin
                        clk_count <= clk_count + 1;
                    end else begin
                        clk_count <= 0;
                        state <= IDLE;
                    end
                end
            endcase
        end
    end
endmodule
module uart_simple_rx #(
    parameter CLKS_PER_BIT = 100
) (
    input wire clk,
    input wire rst_n,
    input wire rx,
    output reg [7:0] data_out,
    output reg valid
);
    localparam IDLE  = 0;
    localparam START = 1;
    localparam DATA  = 2;
    localparam STOP  = 3;
    reg [1:0] state;
    reg [15:0] clk_count;
    reg [2:0] bit_idx;
    reg [7:0] data_reg;
    always @(posedge clk or negedge rst_n) begin
        if (!rst_n) begin
            state <= IDLE;
            clk_count <= 0;
            bit_idx <= 0;
            data_reg <= 0;
            data_out <= 0;
            valid <= 0;
        end else begin
            valid <= 0;   
            case (state)
                IDLE: begin
                    clk_count <= 0;
                    bit_idx <= 0;
                    if (rx == 0) begin   
                        state <= START;
                    end
                end
                START: begin
                    if (clk_count == CLKS_PER_BIT / 2) begin
                        if (rx == 0) begin   
                            clk_count <= 0;
                            state <= DATA;
                        end else begin
                            state <= IDLE;
                        end
                    end else begin
                        clk_count <= clk_count + 1;
                    end
                end
                DATA: begin
                    if (clk_count < CLKS_PER_BIT - 1) begin
                        clk_count <= clk_count + 1;
                    end else begin
                        clk_count <= 0;
                        data_reg[bit_idx] <= rx;   
                        if (bit_idx == 7) begin
                            state <= STOP;
                            bit_idx <= 0;
                        end else begin
                            bit_idx <= bit_idx + 1;
                        end
                    end
                end
                STOP: begin
                    if (clk_count < CLKS_PER_BIT - 1) begin
                        clk_count <= clk_count + 1;
                    end else begin
                        data_out <= data_reg;
                        valid <= 1;
                        state <= IDLE;
                    end
                end
            endcase
        end
    end
endmodule
```
**./run.sh**
```bash
#!/bin/bash
# OpenROAD 26Q1-2900-gdf79404cd8, Yosys 0.63+post, stock flow scripts
make -C /OpenROAD-flow-scripts/flow DESIGN_CONFIG=/design/flow/config.mk WORK_HOME=/design/flow/orfs finish
```
==> results.toml <==
# yosys + openroad results
[layout]
largest_reg_flops = 16
syn2layout_area_growth_pct = 13.0
fin_cells = 319
layout-drive-gt1-share_pct = 13.5

[routing]
firstDrtPassIters = 4
antenna_left = 0
dr_total_vias = 1540
route.detailed.drc = 0
vias_per_cell = 4.83
antenna_cells = 0
drt-total-wl_um = 3950
drt-initial-drc-count = 73
wl_per_cell_um = 12.4

[timing]
tns_ps = 0
tightest_slew_ps = 714
skew_ps = 4.58
period_used_pct = 69.5
relSlewSlack_pct = 52.3
maxSlewViolCount = 0
finalSetupViolations = 0
finalCriticalPeriod_ps = 2570
hold_violations = 0
rsz0062_at_grt = "no"
fmax_mhz = 389

[synthesis]
common_cells = "39 x dfrtp_1, 22 x nand2_1, 15 x a22o_1, 14 x inv_1, 14 x nor2_1"
ys_seq_share_pct = 46.5
syn_avg_cell_area_sq_um = 10.2
top_cell_area_share_pct = 45.3
yosysTopAreaCell = "dfrtp_1"
async_reset_ff_share_pct = 100
yosys_warnings = 1
synth_area_sq_mm = 0.00215
most_common_cell = "dfrtp_1"
synth-area-yosys_sq_mm = 0.00215
synthTopCellsByArea = "dfrtp_1 45%, a22o_1 6.1%, mux2_2 5.2%, ha_1 4.6%, nand2_1 3.8%"
netlist_instances = 211
ys_ff = 40
yosysUniqueCellTypes = 39
edf_count = 0
yosys_cells = 211
synth-main-ff-cell = "dfrtp_1"

[die]
fp-row-count = 30
die_w_um = 86.7
io_pins = 12
fp-utilization_pct = 31.3
dieArea_sq_mm = 0.00752
core_sq_mm = 0.00687
die_h_um = 86.7

[critical_path]
required_ps = 3930
path_cells = "ha_1, or4_1, nand3_1, nand3_1, and3_1, nor2_2, a22o_1"
cp_common_cell = "nand3_1"
cp_max_fo = 16
setup.worst_path.start_class = "flop"
arrival_ps = 2800
worst-path-buf-inv = 0
crit_family = "simple AND/OR/NAND/NOR gates"
crit_path_max_incr_delay_ps = 470
end_kind = "flop"
path_class = "reg2reg"
crit_slowest_cell = "nor2_2"

[placement]
dp.final_hpwl_um = 2720
placedCellCount = 311
port_buffers = 11
routabilityCongestion = 0.829

[clock_network]
cts-root-buf = "clkbuf_8"
cts_hold_buf = 0
htreeDepth = 2
clk_pin_slew_ps = 80
post_cts_buffers = 0
insertion_delay_ps = 290
cts.sinks = 40
cts_resized = 0
cts_tree = "built"
clk_path_buf_depth = 2
cts_buffers = 5

[global_route]
antenna_found_initial = 0
grt_pass1_vias = 1414
overflow = 0
grt_usage_pct = 11.8
grt_max_degree = 41
grt_pass1_wl_um = 6830

[status]
status = "complete, no violations"

[flow_run]
warnings = 30
drv_cap = 0

[power]
finalPower_mw = 0.803
p_leak_nw = 1.09
p_per_area_mw_per_mm2 = 330
irDropWorstVdd_mv = 0.0996

[min_path]
hp-class = "in2async"
-- per-layer routing --
metal	track usage, %	part of all wire [%]	vias to the layer above
li1	-	-	785
met3	2.13	3.2	5
met2	16.3	42	21
met1	20.1	54	729
met4	1.36	0.89	0
met5	0	0	-
-- per-stage QoR --
step	area, sq um	hold WS [ps]	worst slack (ps)	utilization [%]
6_report	2430	485	1130	35.4
5_1_grt	2430	517	978	35.4
4_1_cts	2430	494	1140	35.4
3_5_place_dp	2330	477	1100	33.9
3_3_place_gp	2330	471	1110	33.9
2_1_floorplan	2150	444	1550	-
-- where the power goes --
group	total, mW	switching (mW)	internal (mW)	leakage, nW
combinational	0.0161	0.0107	0.00540	0.513
clock	0.347	0.147	0.200	0.0552
sequential	0.440	0.000988	0.439	0.521
total	0.803	0.158	0.645	1.09
-- cells in the final DEF, fill, tap and decap left out, types with 2 or more instances in the layout --
| cell type | Yosys | layout |
|---|---|---|
| clkbuf_8 | 0 | 5 |
| o21ai_0 | 10 | 10 |
| a22o_1 | 15 | 15 |
| ha_1 | 8 | 8 |
| nand3_1 | 9 | 9 |
| o31ai_1 | 7 | 7 |
| a41o_1 | 2 | 2 |
| clkdlybuf4s50_1 | 0 | 10 |
| a21boi_0 | 2 | 2 |
| dfrtp_1 | 39 | 39 |
| nor3_1 | 6 | 6 |
| nor2_1 | 14 | 14 |
| o21ai_2 | 2 | 2 |
| a2bb2oi_1 | 3 | 3 |
| xnor2_1 | 2 | 2 |
| nor3b_1 | 2 | 2 |
| and3_1 | 7 | 7 |
| mux2_2 | 10 | 10 |
| nor2b_1 | 5 | 5 |
| nand2_1 | 22 | 22 |
| o21ai_1 | 8 | 8 |
| inv_1 | 14 | 14 |
-- cells by family after synthesis --
kind of cell | after synthesis | share of synthesized area, %
AOI/OAI and AO/OA | 53 | 18.6
xor gates and xnor gates | 2 | 0.814
adders and majority gates | 8 | 4.65
buffers and inverters | 22 | 5.23
DFF | 40 | 46.5
muxes | 11 | 5.69
and+or+nand+nor | 75 | 18.5
-- cell type report --
type                    instances  area, sq um
fillers                       671         4440
multi-input cells             149         1040
flip-flops and latches         40         1000
well taps                      96          120
repair buffers                 12          113
clock buffers                   6         72.6
inverters                      14         52.6
clock inverters                 2         35.0
-- path summary, 6_finish.rpt --
path / startpoint / to / slack (ps) / depth (start not counted)
setup reg to reg: clk_count[0] / clk_count[7] / 1130 / 7
hold / removal: rst_n / clk_count[13] / 490 / 2
setup / recovery: clk_count[0] / clk_count[7] / 1130 / 7
max in group asynchronous: rst_n / state[0] / 2820 / 2
hold reg to reg: state[3] / state[3] / 490 / 2
min in group clk0: state[3] / state[3] / 490 / 2
Power figures rest on the tool's default switching activity, not on a simulated workload.
