**/design/flow/constraint.sdc**
```tcl
current_design uart_rx

set clk_period 4.5
set clk_io_pct 0.2

create_clock -name clk0 -period $clk_period [get_ports {clk}]

set non_clock_inputs [all_inputs -no_clocks]
set_input_delay [expr $clk_period * $clk_io_pct] -clock clk0 $non_clock_inputs
set_output_delay [expr $clk_period * $clk_io_pct] -clock clk0 [all_outputs]
```
**/design/flow/design.v**
```verilog
module uart_rx #(
    parameter CLK_FREQ = 50_000_000,
    parameter BAUD_RATE = 115200,
    parameter DATA_BITS = 8,
    parameter STOP_BITS = 1
) (
    input wire                  clk,
    input wire                  rst_n,
    output reg [DATA_BITS-1:0]  rx_data,
    output reg                  rx_valid,
    output reg                  rx_error,
    input wire                  rx,
    input wire [1:0]            parity_mode
);
    localparam CLKS_PER_BIT = CLK_FREQ / BAUD_RATE;
    localparam IDLE = 3'd0;
    localparam START_BIT = 3'd1;
    localparam DATA_BITS_STATE = 3'd2;
    localparam PARITY_BIT = 3'd3;
    localparam STOP_BITS_STATE = 3'd4;
    localparam ERROR = 3'd5;
    reg [2:0] current_state, next_state;
    reg [2:0] rx_sync;
    wire rx_synced;
    always @(posedge clk or negedge rst_n) begin
        if (!rst_n)
            rx_sync <= 3'b111;
        else
            rx_sync <= {rx_sync[1:0], rx};
    end
    assign rx_synced = rx_sync[2];
    reg rx_prev;
    wire start_detected;
    always @(posedge clk or negedge rst_n) begin
        if (!rst_n)
            rx_prev <= 1'b1;
        else
            rx_prev <= rx_synced;
    end
    assign start_detected = rx_prev && !rx_synced;
    reg [15:0] clk_counter;
    wire tick;
    always @(posedge clk or negedge rst_n) begin
        if (!rst_n) begin
            clk_counter <= 16'b0;
        end else begin
            if (current_state == IDLE && start_detected) begin
                clk_counter <= 16'b0;
            end else if (clk_counter == CLKS_PER_BIT - 1) begin
                clk_counter <= 16'b0;
            end else begin
                clk_counter <= clk_counter + 1;
            end
        end
    end
    assign tick = (clk_counter == CLKS_PER_BIT/2);
    always @(posedge clk or negedge rst_n) begin
        if (!rst_n)
            current_state <= IDLE;
        else
            current_state <= next_state;
    end
    reg [2:0] bit_index;
    always @(*) begin
        next_state = current_state;
        case (current_state)
            IDLE: begin
                if (start_detected)
                    next_state = START_BIT;
            end
            START_BIT: begin
                if (tick) begin
                    if (rx_synced == 1'b0)
                        next_state = DATA_BITS_STATE;
                    else
                        next_state = IDLE;
                end
            end
            DATA_BITS_STATE: begin
                if (clk_counter == CLKS_PER_BIT - 1 && bit_index == DATA_BITS - 1) begin
                    if (parity_mode != 2'b00)
                        next_state = PARITY_BIT;
                    else
                        next_state = STOP_BITS_STATE;
                end
            end
            PARITY_BIT: begin
                if (clk_counter == CLKS_PER_BIT - 1)
                    next_state = STOP_BITS_STATE;
            end
            STOP_BITS_STATE: begin
                if (clk_counter == CLKS_PER_BIT - 1) begin
                    if (rx_synced == 1'b1) begin
                        if (STOP_BITS == 1 || bit_index == 1)
                            next_state = IDLE;
                    end else begin
                        next_state = ERROR;
                    end
                end
            end
            ERROR: begin
                next_state = IDLE;
            end
            default: next_state = IDLE;
        endcase
    end
    always @(posedge clk or negedge rst_n) begin
        if (!rst_n) begin
            bit_index <= 3'b0;
        end else begin
            case (current_state)
                IDLE, START_BIT, PARITY_BIT: begin
                    bit_index <= 3'b0;
                end
                DATA_BITS_STATE, STOP_BITS_STATE: begin
                    if (clk_counter == CLKS_PER_BIT - 1)
                        bit_index <= bit_index + 1;
                end
            endcase
        end
    end
    reg [DATA_BITS-1:0] rx_shift_reg;
    always @(posedge clk or negedge rst_n) begin
        if (!rst_n) begin
            rx_shift_reg <= 8'b0;
        end else begin
            if (current_state == DATA_BITS_STATE && tick) begin
                rx_shift_reg <= {rx_synced, rx_shift_reg[DATA_BITS-1:1]};
            end
        end
    end
    reg parity_received;
    wire parity_calculated;
    wire parity_error;
    always @(posedge clk or negedge rst_n) begin
        if (!rst_n)
            parity_received <= 1'b0;
        else if (current_state == PARITY_BIT && tick)
            parity_received <= rx_synced;
    end
    assign parity_calculated = (parity_mode == 2'b01) ? (^rx_shift_reg) : (~(^rx_shift_reg));
    assign parity_error = (parity_mode != 2'b00) && (parity_received != parity_calculated);
    always @(posedge clk or negedge rst_n) begin
        if (!rst_n) begin
            rx_data <= 8'b0;
            rx_valid <= 1'b0;
            rx_error <= 1'b0;
        end else begin
            rx_valid <= 1'b0;
            rx_error <= 1'b0;
            if (next_state == IDLE && current_state == STOP_BITS_STATE) begin
                rx_data <= rx_shift_reg;
                rx_valid <= !parity_error;
                rx_error <= parity_error;
            end else if (current_state == ERROR) begin
                rx_error <= 1'b1;
            end
        end
    end
endmodule
```
**/design/flow/config.mk**
```make
export PLATFORM = sky130hd
export DESIGN_NAME = uart_rx
export DESIGN_NICKNAME = uart_rx
export VERILOG_FILES = /design/flow/design.v
export SDC_FILE = /design/flow/constraint.sdc
export NUM_CORES = 4
export LEC_CHECK = 1
export CORE_UTILIZATION = 40
```
**/design/flow/run.sh**
```bash
#!/bin/bash
# OpenROAD 26Q1-2900-gdf79404cd8, Yosys 0.63+post, stock flow scripts
make -C /OpenROAD-flow-scripts/flow DESIGN_CONFIG=/design/flow/config.mk WORK_HOME=/design/flow/orfs finish
```
==> impl_metrics.json <==
{
  "detail_route.first_pass.iterations": 4,
  "synth_dominant_cell_count": "sky130_fd_sc_hd__dfrtp_1",
  "peakVddDrop_mv": 0.1319,
  "worst-endpoint-required_ps": 4680,
  "post_cts.resized_instances": 0,
  "tritoncts_num_sinks": 48,
  "tool_warnings": 26,
  "cts-buffers-inserted": 5,
  "path_class": "reg2reg",
  "row_cnt": 26,
  "fin_setup_tns_ps": 0,
  "grt_start_max_net_pins": 49,
  "mappedNetlistArea_sq_um": 2223,
  "post-route-period-util": 0.4515,
  "max-slew-margin-rel": 0.6176,
  "i_o_pins": 15,
  "crit_path_top_delay_cell": "sky130_fd_sc_hd__dfrtp_1",
  "rsz_0062_raised_after_global_routing": "false",
  "gr-total-overflow": 0,
  "drc_violation_total_after_the_first_tritonroute_iteration": 110,
  "placement.io_buffers": 14,
  "synth_seq_share": 0.5431,
  "report.power.total_w": 0.0007096,
  "drv_slew": 0,
  "period_needed_ps": 2032,
  "tritoncts_clock_tree": "done",
  "place_ws_ps": 2473,
  "grt_pass1_wl_um": 6451,
  "drt-total-wl_um": 3611,
  "synth.yosys.warnings": 1,
  "post_cts_setup_driven_buffer_insertion_count": 0,
  "cts-root-to-sink-buffers": 2,
  "fraction_of_layout_instances_using_a_drive_strength_above_1": 0.2067,
  "pwr_density_cell_nw_per_um2": 280.9,
  "final_worst_hold_slack_ps": 358.4,
  "cts_root_buf": "sky130_fd_sc_hd__clkbuf_8",
  "vias": 1415,
  "worst_setup_hold_path_clk_slew_ps": 80,
  "synth.top_cells.by_area": "sky130_fd_sc_hd__dfrtp_1 (48%), sky130_fd_sc_hd__mux2_2 (9.1%), sky130_fd_sc_hd__dfstp_2 (5.9%), sky130_fd_sc_hd__xor2_1 (4.7%), sky130_fd_sc_hd__nor2_1 (4.1%)",
  "gp_congestion": 0.8455,
  "outcome": "finished, final reports clean",
  "ys_area_sq_um": 2223,
  "p_leak_nw": 1.163,
  "cp-start-kind": "register",
  "max_slew.worst_pin.slew_ps": 573.6,
  "worstPathMaxFanout": 8,
  "hpwl_um": 2530,
  "final_hold_viol_count": 0,
  "synth.yosys.num_cells": 189,
  "fmax_mhz": 492.2,
  "timing.critical_path.arrival_ps": 2210,
  "worstPathCellList": "inv_1 -> ha_1 -> nor4bb_1 -> and4_2 -> o21ai_1 -> nor2_4 -> mux2_2",
  "drt_drc_violations_left": 0,
  "grt_antenna_before_repair": 0,
  "routed_wirelength_normalized_by_instance_count_um": 12.99,
  "largest_reg_flops": 16,
  "die_height_um": 76.56,
  "ys_dominant_reg_cell": "sky130_fd_sc_hd__dfrtp_1",
  "cpPeakStageDelay_ps": 410,
  "synth_cells": 189,
  "h_tree_levels": 2,
  "timing.final.ws_setup_ps": 2468,
  "yosys-top-cells-count": "sky130_fd_sc_hd__dfrtp_1 (43), sky130_fd_sc_hd__nor2_1 (24), sky130_fd_sc_hd__mux2_2 (18), sky130_fd_sc_hd__nand2_1 (17), sky130_fd_sc_hd__xor2_1 (12)",
  "synth_async_sr_flop_share": 1.000,
  "die_area_sq_um": 5861,
  "synth.ff_latch_count": 48,
  "insertedDiodeCount": 0,
  "grt_util_all_layers": 0.1402,
  "largest_area_cell": "sky130_fd_sc_hd__dfrtp_1",
  "coreArea_sq_um": 5238,
  "hold_path.class": "reg2reg",
  "clkLatencyLatePin_ps": 300,
  "cts_hold_buf": 0,
  "netlist-cell-type-count": 43,
  "route.antenna.remaining_nets": 0,
  "route.detailed.vias_per_inst": 5.090,
  "finalClockSkew_ps": 7.037,
  "layout-area-overhead-vs-synth_pct": 13.62,
  "number_of_synthesized_flops_with_an_enable_pin": 0,
  "via_count_of_the_first_global_routing_pass": 1370,
  "initial_core_util": 0.4245,
  "worst_setup_path_end_kind": "register",
  "synth.avg_cell_area_sq_um": 11.76,
  "die.size.x_um": 76.56,
  "synth.top_cell.area_share": 0.4840,
  "setup_viol_count_final": 0,
  "count_of_maximum_capacitance_violations": 0
}
## layout make-up
cell class | count | area, sq um
fillers | 450 | 2711
flip-flops and latches | 48 | 1207
multi-input cells | 132 | 972.2
repair buffers | 15 | 142.6
well taps | 70 | 87.58
clock buffers | 6 | 82.58
inverters | 5 | 18.77
clock inverters | 2 | 15.01
## power by group
part	total, W	switching, W	leakage (nW)	internal (W)
logic	0.0000133	0.00000917	0.486	0.00000409
clock network	0.000261	0.000136	0.0434	0.000124
registers	0.000436	0.00000144	0.633	0.000434
## path summary, 6_finish.rpt
check / startpoint / endpoint / slack, ps / depth (start not counted)
hold / removal: rx_sync[1]$_DFF_PN1_ / rx_sync[2]$_DFF_PN1_ / 360 / 0
setup / recovery: clk_counter[1]$_DFF_PN0_ / rx_data[0]$_DFFE_PN0P_ / 2470 / 7
max in group asynchronous: rst_n / rx_sync[0]$_DFF_PN1_ / 3420 / 2
hold reg to reg: rx_sync[1]$_DFF_PN1_ / rx_sync[2]$_DFF_PN1_ / 360 / 0
min in group asynchronous: rst_n / rx_shift_reg[2]$_DFFE_PN0P_ / 680 / 2
setup reg to reg: clk_counter[1]$_DFF_PN0_ / rx_data[0]$_DFFE_PN0P_ / 2470 / 7
## layout by cell type (no fill, tap or decap), types with 2 or more instances in the layout
cell	count
sky130_fd_sc_hd__o21ai_0	2
sky130_fd_sc_hd__clkbuf_8	6
sky130_fd_sc_hd__clkdlybuf4s50_1	13
sky130_fd_sc_hd__mux2_2	18
sky130_fd_sc_hd__xnor2_1	8
sky130_fd_sc_hd__dfrtp_1	43
sky130_fd_sc_hd__and2_1	3
sky130_fd_sc_hd__xor2_1	12
sky130_fd_sc_hd__inv_1	5
sky130_fd_sc_hd__clkinvlp_4	2
sky130_fd_sc_hd__and4b_2	2
sky130_fd_sc_hd__nand3_1	6
sky130_fd_sc_hd__nand4_1	6
sky130_fd_sc_hd__nor4bb_1	2
sky130_fd_sc_hd__dfstp_2	5
sky130_fd_sc_hd__nor4_2	2
sky130_fd_sc_hd__nand2_1	17
sky130_fd_sc_hd__a22o_1	2
sky130_fd_sc_hd__nor2_1	24
sky130_fd_sc_hd__nor4_1	2
sky130_fd_sc_hd__mux2i_1	2
sky130_fd_sc_hd__ha_1	4
## per-layer routing
| metal | part of all wire | vias up | global-route usage |
|---|---|---|---|
| met2 | 0.45 | 26 | 0.2108 |
| met3 | 0.038 | 6 | 0.02676 |
| met1 | 0.50 | 690 | 0.2263 |
| li1 | - | 693 | - |
| met4 | 0.014 | 0 | 0.01731 |
| met5 | 0 | - | 0 |
## kinds of logic (layout without fill, tap and decap cells)
kind of cell	after synthesis	after routing	share of synthesized area
flip-flops	48	48	0.5431
buffers and inverters	9	28	0.01969
XOR/XNOR	21	21	0.08891
AND/OR/NAND/NOR	75	75	0.1868
adder cells (fa/ha/maj)	4	4	0.02251
multiplexers	20	20	0.1002
AND-OR/OR-AND	12	12	0.03883
## critical path, delay by kind of cell, from the launching register on
family                   cells  cell delay [ps]
AND/OR/NAND/NOR              3              790
multiplexers                 1              380
buffers and inverters        1               70
adder cells (fa/ha/maj)      1              170
AND-OR/OR-AND                1              110
flip-flops                   1              410
## through the flow
stage	utilization	instances	instance area, sq um
after floorplan	-	189	2223
after CTS	0.4823	278	2526
after global routing	0.4823	278	2526
final	0.4823	278	2526
after global placement	0.4637	270	2429
after detailed placement	0.4637	270	2429
No activity file was given, so power comes from the tool's default toggle rates.
